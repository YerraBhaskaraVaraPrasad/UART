==> /design/flow/design.v <==
`timescale 1ns / 1ps
module CathodeDisplay(sel,cathode);
input [0:3]sel;
output reg [0:7]cathode;
always@*
begin
case(sel)
0: cathode=8'h03;
1: cathode=8'h9f;
2: cathode=8'h25;
3: cathode=8'h0d;
4: cathode=8'h99;
5: cathode=8'h49;
6: cathode=8'h41;
7: cathode=8'h1f;
8: cathode=8'h01;
9: cathode=8'h09;
10: cathode=8'h05;
11: cathode=8'hc1;
12: cathode=8'h63;
13: cathode=8'h85;
14: cathode=8'h21;
15: cathode=8'h71;
default: cathode=8'h03;
endcase
end
endmodule
==> /design/flow/run.sh <==
#!/bin/bash
# OpenROAD 26Q1-2900-gdf79404cd8, Yosys 0.63+post, stock flow scripts
make -C /OpenROAD-flow-scripts/flow DESIGN_CONFIG=/design/flow/config.mk WORK_HOME=/design/flow/orfs finish
==> /design/flow/config.mk <==
export PLATFORM = sky130hd
export DESIGN_NAME = CathodeDisplay
export DESIGN_NICKNAME = CathodeDisplay
export VERILOG_FILES = /design/flow/design.v
export SDC_FILE = /design/flow/constraint.sdc
export NUM_CORES = 4
export LEC_CHECK = 1
export CORE_AREA = 10 10 70 70
export DIE_AREA = 0 0 80 80
==> /design/flow/constraint.sdc <==
current_design CathodeDisplay

set clk_period 1.0
set clk_io_pct 0.2

create_clock -name clk0 -period $clk_period

set non_clock_inputs [all_inputs -no_clocks]
set_input_delay [expr $clk_period * $clk_io_pct] -clock clk0 $non_clock_inputs
set_output_delay [expr $clk_period * $clk_io_pct] -clock clk0 [all_outputs]
==> ci_impl_report.md <==
### Metrics collected by this job

| Metric | Value |
|---|---|
| Diode count | 0 |
| Die Size | roughly 6400 um2 |
| Setup crit start kind | primary input |
| Final setup viols | 7 |
| Post-route cell area | ~600 um2 |
| RSZ-0062 raised after global routing | true |
| Outcome | complete, but fails checks |
| Distinct lib cells | 21 |
| Chip area estimate from yosys synthesis | about 270 um2 |
| Hold path endpoint | cathode[0] |
| Max FO, Critical Path | 4 |
| CP Data Arrival Time | 1170 ps |
| Crit. End Element | primary output |
| Via density | 2.949 |
| Die width | about 80 um |
| Worst hold slack | roughly 820 ps |
| # IOs | 12 |
| Initial DRC count | 0 |
| PD cells | around 370 nW/um2 |
| Worst EP required | about 800 ps |
| Yosys cell count | 33 |
| Placer congestion estimate | 0.7056 |
| DP HPWL | 642.8 um |
| WL per Instance | 8.747 um |
| Post-synthesis cell count | 33 |
| Filler cells | between 300 and 400 |
| # Max-Cap Violations | 0 |
| Worst VDD drop | 0.0001596 V |
| Max Fclk | approximately 730 MHz |
| Routed Antenna Nets | 0 |
| Initial antenna violation count | 0 |
| Flop count | 0 |
| Core Box Area | ~3400 um2 |
| Synthesized area | between 200 and 300 um2 |
| DRC | 0 |
| Wire length of the first global-routing pass | roughly 1.5 mm |
| Hold Path Cell Cnt | 4 |
| Core Util, Final | 17.69% |
| GRT overflow | 0 |
| Fin crit share | 137.3% |
| Global Route Usage Sum | 2.683% |
| Die Height | about 80 um |
| Clock buf count | 0 |
| First-pass detailed-route iteration total | 1 |
| Min-Delay Path Class | primary input to primary output |
| Vias | just under 300 |
| Area growth, synth to finish | 123.6% |
| Final setup margin | -372.9 ps |
| Yosys warning tally | 1 |
| Crit path kind | primary input to primary output |
| PortBufs | 11 |
| Max Transition Viols Final | 0 |
| Largest net degree at the start of global routing | 9 |
| TNS Setup | -1800 ps |
| Post-DP Area | a little under 500 um2 |
| Final wirelength | roughly 870 um |
| Layout cell share with drive strength beyond 1 | between 70 and 80% |
| Synthesized area per cell | about 8.2 um2 |
| Tmin final | about 1400 ps |
| Row cnt | 21 |
| Vias in the first global route | around 320 |
| Min-delay src | sel[1] |
| Tally of OpenROAD warnings | ~40 |
| Failing checks | negative setup slack |
| Pleak | ~0.25 nW |
| Seq share, synth | 0% |
| Fin. Hold Viols | 0 |
| Flop area | 0 um2 |
| FP Core Util | 7.912% |
worst max-delay path: stages:
cell and delay [ps]:
buf_8 100, buf_6 120, ha_4 160, mux4_2 460, buf_2 130
placed cells by master, fill, tap and decap left out, types with 2 or more instances in the layout:
master	count
o21ai_1	3
nand2_1	2
buf_4	7
nor2b_4	2
buf_2	7
ha_4	5
buf_6	5
cells in the mapped netlist (2+ instances only):
| cell | instances | share of area [%] |
|---|---|---|
| inv_1 | 3 | 4.2 |
| ha_1 | 6 | 28 |
| nor2_1 | 2 | 2.8 |
| nand2_1 | 3 | 4.2 |
| o21ai_1 | 2 | 3.7 |
| mux2_2 | 2 | 8.3 |
stage by stage:
step / power [mW] / std cells / worst slack [ps]
finish: 0.2241 / 99 / -372.9
global route: 0.2503 / 99 / -403.5
CTS: 0.2039 / 97 / -388.7
detailed placement: 0.1855 / 95 / -1148
global placement: 0.1837 / 95 / -1142
floorplan: 0.08115 / 33 / -48.12
final cells by class:
cell class / count / area, um2 / area share [%]
Tap cell: 46 / 57.56 / 9.524
Inverter: 3 / 23.77 / 3.934
Timing Repair Buffer: 23 / 195.2 / 32.30
Multi-Input combinational cell: 27 / 327.8 / 54.24
worst max path at each step:
stage | startpoint | end | slack (ps) | cells after the start
CTS | sel[2] | cathode[5] | -390 | 5
global route | sel[2] | cathode[5] | -400 | 5
finish | sel[2] | cathode[5] | -370 | 5
routing by layer:
metal | share of wire [%] | GRT usage, % | wire [um]
met5 | 0 | 0 | 0
met2 | 57 | 5.457 | 492
met4 | 0 | 0 | 0
met1 | 41 | 3.046 | 356
met3 | 2.0 | 0.2273 | 17
cells by family after synthesis:
logic type               synth area share [%]
AND-OR/OR-AND                           19.91
XOR/XNOR                                3.241
adder cells (fa/ha/maj)                 27.78
buffers and inverters                   12.96
multiplexers                            20.37
other                                   1.388
AND/OR/NAND/NOR                         14.35
what timing repair did:
item,in CTS,in global routing
gates cloned,1,0
endpoints found under the setup margin,7,7
resized,60,11
pin swaps,5,7
setup buffers,1,2
hold buffers,0,0
where the power goes:
group          internal, mW  total [mW]  switching (mW)
registers                 0           0               0
logic                 0.134       0.224          0.0899
clock network             0           0               0
total                 0.134       0.224          0.0899
No activity file was given, so power comes from the tool's default toggle rates.
