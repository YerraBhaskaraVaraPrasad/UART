==> flow/design.v <==
`timescale 1ns / 1ps
module ClkDiv(clk,rst,refclk,remclk);
input clk,rst;
output reg refclk;
output reg remclk;
reg [15:0]refcount;
reg [26:0] remcount;
always@(posedge clk)
begin
if(rst)
begin
refclk<=1'b1;
refcount<=16'd0;
end
else
begin
if(refcount==16'd45000)
begin
refclk<=~refclk;
refcount<=16'd1;
end
else refcount<=refcount+1;
end
end
always@(posedge clk)
begin
if(rst)
begin
remclk<=1'b1;
remcount<=27'd0;
end
else
begin
if(remcount==27'd112500000)
begin
remclk<=~remclk;
remcount<=27'd1;
end
else remcount<=remcount+1;
end
end
endmodule
==> flow/run.sh <==
#!/bin/bash
# OpenROAD 26Q1-2900-gdf79404cd8, Yosys 0.63+post, stock flow scripts
make -C /OpenROAD-flow-scripts/flow DESIGN_CONFIG=/design/flow/config.mk WORK_HOME=/design/flow/orfs finish
==> flow/config.mk <==
export PLATFORM = sky130hd
export DESIGN_NAME = ClkDiv
export DESIGN_NICKNAME = ClkDiv
export VERILOG_FILES = /design/flow/design.v
export SDC_FILE = /design/flow/constraint.sdc
export NUM_CORES = 4
export LEC_CHECK = 1
export CORE_UTILIZATION = 40
==> flow/constraint.sdc <==
current_design ClkDiv

set clk_period 4.1
set clk_io_pct 0.2

create_clock -name clk0 -period $clk_period [get_ports {clk}]

set non_clock_inputs [all_inputs -no_clocks]
set_input_delay [expr $clk_period * $clk_io_pct] -clock clk0 $non_clock_inputs
set_output_delay [expr $clk_period * $clk_io_pct] -clock clk0 [all_outputs]
==> impl_metrics.json <==
{
  "status": "completed",
  "die_h_um": 74.60,
  "post-route-min-period_ns": 2.246,
  "post_cts_buffers": 0,
  "crit_required_ns": 4.33,
  "min_from": "remcount[26]$_SDFF_PP0_",
  "rr_startpoint": "remcount[0]$_SDFF_PP0_",
  "worstPathCellList": "ha_1 -> nand3_1 -> or4_1 -> or4_1 -> a21oi_1",
  "ys_seq_frac": 0.4273,
  "cts_root_buf": "clkbuf_8",
  "post-route-period-util": 0.5477,
  "cts_resized": 0,
  "yosysChipArea_um2": 2108,
  "worst_slew_pin_slew_ns": 0.5354,
  "rr_worst_depth": 5,
  "switchingPower_mw": 0.1610,
  "fp_util": 0.4128,
  "fin_cells": 318,
  "crit_family": "simple AND/OR/NAND/NOR gates",
  "finClkSkew_ns": 0.005016,
  "leakagePower_nw": 0.6905,
  "final_core_util": 0.4493,
  "num_vias": 1631,
  "regToRegSetupSlack_ns": 1.85,
  "h-tree-depth": 2,
  "tns_ns": 0,
  "slew_viol_final": 0,
  "internal_power_mw": 0.6022,
  "avgViaCountPerCell": 5.129,
  "top_area_cell": "dfxtp_1",
  "pre_cts_ws_ns": 1.875,
  "hold_viol_final": 0,
  "slew_headroom": 0.6398,
  "syn_area_per_cell_um2": 8.712,
  "ys_dominant_reg_cell": "dfxtp_1",
  "ys_ff": 45,
  "warnings": 27,
  "hpwlAfterDp_um": 2573,
  "io_buffers": 3,
  "gp_congestion": 0.8419,
  "cts_tree": "yes",
  "swShare": 0.2109,
  "crit_arrival_ns": 2.47,
  "crit_path_top_delay_cell": "or4_1",
  "drtIter0Drc": 60,
  "drive_gt1_frac": 0.07661,
  "p_per_area_nw_per_um2": 332.6,
  "core_um2": 5107,
  "rows": 26,
  "pwr-share-seq": 0.589,
  "syn_area_um2": 2108,
  "combPwrFrac": 0.028,
  "reg2reg_to": "remcount[26]$_SDFF_PP0_",
  "drc": 0,
  "worstSetupPathDepth": 5,
  "hold_path_depth": 2,
  "lay_top_cells": "dfxtp_1 (45), nor2_1 (32), xnor2_1 (21), nand3_1 (16)",
  "die_w_um": 74.60,
  "worst-path-buf-inv": 0,
  "grt_max_degree": 27,
  "crit_top_cell": "or4_1",
  "ctsLongestPathBuffers": 2,
  "numCtsBuffers": 5,
  "timing.fmax_mhz": 445.3,
  "critical_path.max_stage_delay_ns": 0.63,
  "cts.sinks": 45,
  "synthCells": 242,
  "startpoint_type": "flop",
  "topCellsByArea": "dfxtp_1 (43%), xnor2_1 (8.7%), nor2_1 (5.7%), nand3_1 (3.8%), a21oi_1 (3.3%)",
  "async_flop_share": 0,
  "diodes": 0,
  "vdd_drop_max_mv": 0.2450,
  "setup_viol": 0,
  "clock.latency.late_pin_ns": 0.29,
  "crit_type": "reg2reg",
  "crit_fanout": 11,
  "design.portCount": 4,
  "end_kind": "flop",
  "routedWlPerCell_um": 11.87,
  "hold_path_class": "reg2reg",
  "holdPathEnd": "remcount[26]$_SDFF_PP0_",
  "yosysCellCount": 242,
  "hold_buffers": 0,
  "top_area_frac": 0.4273,
  "rsz0062_at_grt": "no",
  "edf_count": 0,
  "synthDistinctLibCells": 36,
  "grt_antenna_before_repair": 0,
  "chip_area_um2": 5565,
  "grt_pass1_wl_um": 6258,
  "setup_slack_ns": 1.855,
  "grt-ovfl-total": 0,
  "grt_usage": 0.1477,
  "yosysWarnings": 1,
  "drt_wl_total_um": 3775,
  "dp_cells": 310,
  "clkTransAtPathRegs_ns": 0.08,
  "ant_nets": 0,
  "firstDrtPassIters": 4,
  "drv_cap": 0,
  "final_common_cell": "dfxtp_1",
  "area_growth_pct": 8.843,
  "grt_pass1_vias": 1345,
  "clkPwrFrac": 0.383
}
## state kept, by name, indices dropped and copies added (netlist names)
name / cells
refclk: 1
remcount: 27
refcount: 16
remclk: 1
## stage by stage
step / cell area (um^2) / hold slack (ns) / power, mW
floorplan: 2108 / 0.4378 / 0.4752
global placement: 2193 / 0.4699 / 0.4816
detailed placement: 2193 / 0.4711 / 0.4822
CTS: 2295 / 0.4842 / 0.7779
global route: 2295 / 0.5150 / 0.8030
finish: 2295 / 0.4805 / 0.7632
## power groups by stage
stage | registers, mW | logic (mW) | clock network [mW]
4_1_cts | 0.450 | 0.0222 | 0.306
5_1_grt | 0.451 | 0.0247 | 0.327
6_report | 0.450 | 0.0212 | 0.292
## synth_stat cells (2+ instances only)
cell      count
buf_6         2
nand4_1       7
or4_1         7
dfxtp_1      45
or3b_2        2
o31ai_1       5
clkbuf_1      2
nor4bb_1      2
inv_1        13
nor2_1       32
a21oi_1      14
and3_1        4
nand3_1      16
nor3_1        8
xnor2_1      21
or3_1         4
ha_1          4
nand3b_1      2
or3_2         3
o21ai_0       8
nor4b_1       2
xor2_1        6
nand2_1      14
and4_1        2
nor4_1        6
## routing by layer
| layer | share of wire | GRT usage | vias up |
|---|---|---|---|
| met3 | 0.023 | 0.03984 | 2 |
| met5 | 0 | 0 | - |
| met4 | 0.0056 | 0.01468 | 0 |
| li1 | - | - | 863 |
| met2 | 0.47 | 0.2282 | 11 |
| met1 | 0.51 | 0.2202 | 755 |
## kinds of logic after synthesis
logic type / after synthesis / share of synthesized area
AOI/OAI and AO/OA: 29 / 0.07775
xor gates and xnor gates: 27 / 0.1122
adders and majority gates: 4 / 0.02374
buffers and inverters: 19 / 0.04213
DFF: 45 / 0.4273
and+or+nand+nor: 118 / 0.3169
## worst max-delay path by stage
stage,end,start,slack [ns]
global route,remcount[26]$_SDFF_PP0_,remcount[0]$_SDFF_PP0_,1.73
CTS,remcount[26]$_SDFF_PP0_,remcount[0]$_SDFF_PP0_,1.85
finish,remcount[26]$_SDFF_PP0_,remcount[0]$_SDFF_PP0_,1.85
## cell type report
cell class / count / area [um^2]
Multi-Input combinational cell: 178 / 1119
Fill cell: 498 / 2813
Timing Repair Buffer: 4 / 37.54
Tap cell: 70 / 87.58
Sequential cell: 45 / 900.9
Clock buffer: 7 / 96.34
Clock inverter: 1 / 5.005
Inverter: 13 / 48.80
## worst min-delay path, stage by stage (launching register included)
cell and delay (ns):
dfxtp_1 0.32, o31ai_1 0.06, a21oi_1 0.05
No activity file was given, so power comes from the tool's default toggle rates.
